**/design/flow/design.v**
```verilog
`timescale 1ns / 1ps
module vga_clk_25MHz(
    input clk_i, rst_i,
    output reg clk_o
    );
reg cnt;
always @(posedge clk_i)
begin
    if(rst_i) begin
        cnt <= 0;
        clk_o <= 1;
    end
    else begin
        cnt <= cnt + 1;        
    end    
    if (cnt) begin
        clk_o <= ~clk_o;
    end    
end     
endmodule
`timescale 1ns / 1ps
module vga_controller(
    input clk_i, rst_i,  
    output hsync_o, vsync_o,
    output disp_active,
    output[10:0] xcol_o, yrow_o 
    );
    localparam H_DISP = 640;     
    localparam H_BPORCH = 48;    
    localparam H_FPORCH = 16;    
    localparam H_SYNC = 96;      
    localparam H_FRAME = 800;    
    localparam V_DISP = 480;     
    localparam V_BPORCH = 33;    
    localparam V_FPORCH = 10;    
    localparam V_SYNC = 2;      
    localparam V_FRAME = 525;    
reg[10:0] col_cnt, row_cnt = 0;
reg hsync, vsync = 0; 
reg sync_p = 0;
always @(posedge clk_i)
begin
    if(rst_i) begin
        col_cnt <= 0;
        row_cnt <= 0;
    end
    else begin
        if (col_cnt == H_FRAME-1) begin
            col_cnt <= 0;
            if(row_cnt == V_FRAME-1) begin
                row_cnt <= 0;
            end
            else begin            
                row_cnt <= row_cnt + 1;
            end       
        end
        else begin    
            col_cnt <= col_cnt + 1;
        end   
    end   
end  
always @(posedge clk_i) 
begin
    if (rst_i) begin
        hsync <= ~ sync_p;
    end
    else begin
        if ((col_cnt < (H_DISP + H_FPORCH)) ||
            (col_cnt > (H_FRAME - H_BPORCH-1))) begin
            hsync <= ~sync_p;
        end    
        else begin
            hsync <= sync_p;
        end                                              
    end
end 
always @(posedge clk_i) 
begin
    if (rst_i) begin
        vsync <= ~sync_p;
    end
    else begin   
        if ((row_cnt < (V_DISP + V_BPORCH)) ||
            (row_cnt > (V_FRAME - V_FPORCH -1))) begin
            vsync <= ~sync_p;
        end    
        else begin
            vsync <= sync_p;
        end                                                    
    end
end    
assign disp_active = ((col_cnt < H_DISP) && (row_cnt < V_DISP)) ? 1 : 0; 
assign hsync_o = hsync;
assign vsync_o = vsync;   
assign xcol_o = col_cnt;
assign yrow_o = row_cnt;
endmodule
`timescale 1ns / 1ps
module vga_top(
    input clk_i, rst_i,  
    output hsync_o, vsync_o, clk_o,
    output disp_active,
    output [10:0] xcol_o, yrow_o  
    );
wire clk_25MHz;
vga_clk_25MHz CD1(.clk_i(clk_i), .rst_i(rst_i), .clk_o(clk_25MHz));  
vga_controller VGA1(.clk_i(clk_25MHz), .rst_i(rst_i),.hsync_o(hsync_o), .vsync_o(vsync_o),
                    .disp_active(disp_active),.xcol_o(xcol_o), .yrow_o(yrow_o)); 
assign clk_o = clk_25MHz;    
endmodule
```
**/design/flow/constraint.sdc**
```tcl
current_design vga_top

set clk_period 1.9
set clk_io_pct 0.2

create_clock -name clk0 -period $clk_period [get_ports {clk_i}]

set non_clock_inputs [all_inputs -no_clocks]
set_input_delay [expr $clk_period * $clk_io_pct] -clock clk0 $non_clock_inputs
set_output_delay [expr $clk_period * $clk_io_pct] -clock clk0 [all_outputs]
```
**/design/flow/run.sh**
```bash
#!/bin/bash
# OpenROAD 26Q1-2900-gdf79404cd8, Yosys 0.63+post, stock flow scripts
make -C /OpenROAD-flow-scripts/flow DESIGN_CONFIG=/design/flow/config.mk WORK_HOME=/design/flow/orfs finish
```
**/design/flow/config.mk**
```make
export PLATFORM = sky130hd
export DESIGN_NAME = vga_top
export DESIGN_NICKNAME = vga_top
export VERILOG_FILES = /design/flow/design.v
export SDC_FILE = /design/flow/constraint.sdc
export NUM_CORES = 4
export LEC_CHECK = 1
export CORE_AREA = 10 10 111 111
export DIE_AREA = 0 0 121 121
```
==> impl_metrics.tcl <==
# place-and-route summary
set metrics [dict create \
    grt_use_total 0.0449 \
    wl_um 3240 \
    gp_congestion 0.799 \
    drive_gt1_frac 0.0485 \
    ys_warn_count 2 \
    cts.path.max_buffers 2 \
    finalWorstSetupSlack_ns 0.482 \
    dp_hpwl_um 2560 \
    critical_path.startpoint_type "flip-flop" \
    status "completed" \
    power.density_mw_per_mm2 182 \
    critPathKind "flip-flop to output pin" \
    yosysTopAreaCell "dfxtp_1" \
    syn-mean-instance-area_um2 8.56 \
    relSlewSlack 0.623 \
    cp_data_arrival_time_ns 1.04 \
    netlist_area_mm2 0.00119 \
    critPathRequiredTime_ns 1.52 \
    synth_cells 139 \
    mostFrequentLayoutCells "clkdlybuf4s50_1 (27), dfxtp_1 (25), nor2_1 (21)" \
    slowest_stage "clkdlybuf4s50_1" \
    ys_seq_frac 0.446 \
    grt_overflow_total 0 \
    finalSetupTns_ns 0 \
    yosys-stat-area_mm2 0.00119 \
    drc 0 \
    ys_seq_elements 26 \
    untimed_endpoints 49 \
    num_vias 1028 \
    top_cell_area_share 0.421 \
    rsz0062_at_grt "no" \
    cp_cell_sequence "clkdlybuf4s50_1" \
    htreeDepth 1 \
    drt_iter0_markers 59 \
    cts_setup_buffers 0 \
    finalInstanceArea_mm2 0.00165 \
    synth.distinct_cells 28 \
    finalSetupViolations 0 \
    clock-root-buffer "clkbuf_8" \
    lay_top_count "clkdlybuf4s50_1" \
    worst_pin_slew_ns 0.561 \
    power.leakage_nw 0.501 \
    startpoint "CD1.clk_o$_SDFFCE_PN1P_" \
    grt_max_degree 26 \
    clk_pin_slew_worst_paths_ns 0.03 \
    ioPinCount 28 \
    warnings 26 \
    die.size.y_um 121 \
    placed_cell_area_mm2 0.00161 \
    finalClockPeriodUsage 0.746 \
    grt_antenna_before_repair 0 \
    floorplan.initialDensity 0.121 \
    synthTopCellsByArea "dfxtp_1 (42%), xnor2_1 (7.4%), nor2_1 (6.6%), nand4_1 (3.7%), xor2_1 (3.7%)" \
    insertion_delay_ns 0.22 \
    period_minus_slack_ns 1.42 \
    post_cts_resized 0 \
    setup.worst_path.end_class "output pin" \
    cts_tree "yes" \
    maxCapViolations 0 \
    syn_to_final_growth_pct 39.0 \
    final_hold_viol_count 0 \
    grt_pass1_wl_um 5370 \
    cp_slowest_stage_delay_ns 0.48 \
    die_x_um 121 \
    crit_family "buffers and inverters" \
    fp-row-count 36 \
    cp_num_buf_inv 1 \
    power_uw 302 \
    ant_nets 0 \
    min_path_type "flip-flop to flip-flop" \
    slew_violations 0 \
    post-route-util 0.168 \
    grt_pass1_vias 1007 \
    coreArea_mm2 0.00986 \
    antenna_cells 0 \
    finClkSkew_ns 0.00811 \
    vias_per_cell 3.45 \
    min-delay-start "CD1.cnt$_SDFF_PP0_" \
    numCtsBuffers 3 \
    unclocked_pins 24 \
    io_buffers 27 \
    die_area_mm2 0.0146 \
    vdd_ir_drop_max_mv 0.155 \
    fmax_mhz 705 \
    regToRegStartpoint "CD1.clk_o$_SDFFCE_PN1P_" \
    wl_per_cell_um 10.9 \
    pre_cts_ws_ns 0.466 \
    cts_hold_buf 0 \
    drt-pass1-iter-count 4 \
    ys_cells 139 \
    crit_fanout 2 \
]
==> report_power, final <==
part	internal, mW	switching (mW)
combinational	0.0130	0.0205
clock	0.143	0.0380
sequential	0.0834	0.00392
total	0.239	0.0625
==> path summary, 6_finish.rpt <==
kind                                                 to  slack [ns]  cells after the start
worst min-delay path                 CD1.cnt$_SDFF_PP0_        0.42                      1
worst min register to register       CD1.cnt$_SDFF_PP0_        0.42                      1
worst max-delay path                              clk_o        0.48                      1
worst max register to register  CD1.clk_o$_SDFFCE_PN1P_        0.99                      2
==> per-stage QoR <==
step	hold WS [ns]	cells
CTS	0.427	298
detailed placement	0.422	294
global placement	0.415	294
finish	0.424	298
global route	0.465	298
floorplan	0.401	139
==> kinds of logic (layout without fill, tap and decap cells) <==
family          count (synthesis)  in the layout  synth area share
flops                          26             26             0.446
xor+xnor                       15             15             0.110
simple gates                   68             68             0.301
buf+inv                        12             38            0.0400
compound gates                 14             14            0.0631
fa+ha+maj                       3              3            0.0315
mux                             1              1           0.00841
==> synthesized netlist by cell type <==
cell type,instances
nor4b_1,1
xor2_1,5
buf_2,2
dfxtp_1,25
o21ai_0,8
ha_1,3
and3_1,3
a31o_2,1
or4_1,2
a21oi_1,4
or4b_2,1
nand2_1,6
nor4_1,5
a31oi_1,1
or3_1,5
or2_2,1
nor2b_1,1
edfxtp_1,1
nand4_1,7
mux2i_1,1
nand3_1,8
nor2_1,21
xnor2_1,10
and4_1,1
inv_1,6
clkbuf_1,4
nor3_1,5
or4_4,1
==> sequential cells by signal, summed over array words and instances, names as in the netlist <==
name	count
VGA1.col_cnt	11
VGA1.row_cnt	11
CD1.clk_o	1
CD1.cnt	1
VGA1.hsync	1
VGA1.vsync	1
==> cell type report <==
class                   count  area (um^2)
fillers                  1087         8210
multi-input cells         101          612
repair buffers             28          278
inverters                   6         22.5
well taps                 133          166
clock buffers               4         45.0
flip-flops and latches     26          531
==> routing by layer <==
metal / vias to the layer above / global-route usage / routed length [um]
met5: - / 0 / 0
met2: 21 / 0.0667 / 1410
met3: 2 / 0.0217 / 332
li1: 542 / - / -
met1: 463 / 0.0606 / 1490
met4: 0 / 0.00226 / 5
